--- design/flow/design.v ---
`timescale 1ns / 1ps
module traffic_light_controller #(
    parameter CLK_FREQ = 100_000_000,  
    parameter GREEN_TIME = 30,         
    parameter YELLOW_TIME = 3          
)(
    input  wire clk,
    input  wire rst,
    output reg YESIL1,
    output reg SARI1,
    output reg KIRMIZI1,
    output reg YESIL2,
    output reg SARI2,
    output reg KIRMIZI2,
    output reg YESIL3,
    output reg SARI3,
    output reg KIRMIZI3,
    output reg YESIL4,
    output reg SARI4,
    output reg KIRMIZI4,
    output wire SAG_OUT_1,
    output wire SAG_OUT_2,
    output wire SAG_OUT_3,
    output wire SAG_OUT_4
);
    localparam [2:0] 
        S_R1_G = 3'd0,
        S_R1_Y = 3'd1,
        S_R2_G = 3'd2,
        S_R2_Y = 3'd3,
        S_R3_G = 3'd4,
        S_R3_Y = 3'd5,
        S_R4_G = 3'd6,
        S_R4_Y = 3'd7;
    localparam [31:0] GREEN_CYCLES  = GREEN_TIME * CLK_FREQ;
    localparam [31:0] YELLOW_CYCLES = YELLOW_TIME * CLK_FREQ;
    localparam [31:0] BLINK_HALF_PERIOD = CLK_FREQ / 2; 
    reg [2:0]   current_state, next_state;
    reg [31:0]  timer_counter;
    reg         timer_reset;
    reg [31:0]  blink_counter;
    reg         blink_state;  
    always @(posedge clk or posedge rst) begin
        if (rst) begin
            blink_counter <= 0;
            blink_state   <= 0;
        end else begin
            if (blink_counter >= BLINK_HALF_PERIOD - 1) begin
                blink_counter <= 0;
                blink_state   <= ~blink_state;  
            end else begin
                blink_counter <= blink_counter + 1;
            end
        end
    end
    assign SAG_OUT_1 = blink_state;
    assign SAG_OUT_2 = blink_state;
    assign SAG_OUT_3 = blink_state;
    assign SAG_OUT_4 = blink_state;
    always @(posedge clk or posedge rst) begin
        if (rst) begin
            current_state <= S_R1_G;
            timer_counter <= 0;
        end else begin
            if (timer_reset) begin
                current_state <= next_state;
                timer_counter <= 0;
            end else begin
                timer_counter <= timer_counter + 1;
            end
        end
    end
    always @(*) begin
        next_state  = current_state;
        timer_reset = 0;
        case (current_state)
            S_R1_G: begin
                if (timer_counter >= GREEN_CYCLES - 1) begin
                    next_state  = S_R1_Y;
                    timer_reset = 1;
                end
            end
            S_R1_Y: begin
                if (timer_counter >= YELLOW_CYCLES - 1) begin
                    next_state  = S_R2_G;
                    timer_reset = 1;
                end
            end
            S_R2_G: begin
                if (timer_counter >= GREEN_CYCLES - 1) begin
                    next_state  = S_R2_Y;
                    timer_reset = 1;
                end
            end
            S_R2_Y: begin
                if (timer_counter >= YELLOW_CYCLES - 1) begin
                    next_state  = S_R3_G;
                    timer_reset = 1;
                end
            end
            S_R3_G: begin
                if (timer_counter >= GREEN_CYCLES - 1) begin
                    next_state  = S_R3_Y;
                    timer_reset = 1;
                end
            end
            S_R3_Y: begin
                if (timer_counter >= YELLOW_CYCLES - 1) begin
                    next_state  = S_R4_G;
                    timer_reset = 1;
                end
            end
            S_R4_G: begin
                if (timer_counter >= GREEN_CYCLES - 1) begin
                    next_state  = S_R4_Y;
                    timer_reset = 1;
                end
            end
            S_R4_Y: begin
                if (timer_counter >= YELLOW_CYCLES - 1) begin
                    next_state  = S_R1_G;
                    timer_reset = 1;
                end
            end
            default: begin
                next_state  = S_R1_G;
                timer_reset = 1;
            end
        endcase
    end
    always @(*) begin
        YESIL1 = 0; SARI1 = 0; KIRMIZI1 = 1;
        YESIL2 = 0; SARI2 = 0; KIRMIZI2 = 1;
        YESIL3 = 0; SARI3 = 0; KIRMIZI3 = 1;
        YESIL4 = 0; SARI4 = 0; KIRMIZI4 = 1;
case (current_state)
    S_R1_G: begin
        YESIL1 = 1; KIRMIZI1 = 0;
    end
    S_R1_Y: begin
        SARI1 = 1; KIRMIZI1 = 0;
        SARI2 = 1; KIRMIZI2 = 0;
    end
    S_R2_G: begin
        YESIL2 = 1; KIRMIZI2 = 0;
    end
    S_R2_Y: begin
        SARI2 = 1; KIRMIZI2 = 0;
        SARI3 = 1; KIRMIZI3 = 0;
    end
    S_R3_G: begin
        YESIL3 = 1; KIRMIZI3 = 0;
    end
    S_R3_Y: begin
        SARI3 = 1; KIRMIZI3 = 0;
        SARI4 = 1; KIRMIZI4 = 0;
    end
    S_R4_G: begin
        YESIL4 = 1; KIRMIZI4 = 0;
    end
    S_R4_Y: begin
        SARI4 = 1; KIRMIZI4 = 0;
        SARI1 = 1; KIRMIZI1 = 0;
    end
endcase
    end
endmodule
--- design/flow/run.sh ---
#!/bin/bash
# OpenROAD 26Q1-2900-gdf79404cd8, Yosys 0.63+post, stock flow scripts
make -C /OpenROAD-flow-scripts/flow DESIGN_CONFIG=/design/flow/config.mk WORK_HOME=/design/flow/orfs finish
--- design/flow/config.mk ---
export PLATFORM = sky130hd
export DESIGN_NAME = traffic_light_controller
export DESIGN_NICKNAME = traffic_light_controller
export VERILOG_FILES = /design/flow/design.v
export SDC_FILE = /design/flow/constraint.sdc
export NUM_CORES = 4
export LEC_CHECK = 1
export CORE_UTILIZATION = 40
--- design/flow/constraint.sdc ---
current_design traffic_light_controller

set clk_period 4.5
set clk_io_pct 0.2

create_clock -name clk0 -period $clk_period [get_ports {clk}]

set non_clock_inputs [all_inputs -no_clocks]
set_input_delay [expr $clk_period * $clk_io_pct] -clock clk0 $non_clock_inputs
set_output_delay [expr $clk_period * $clk_io_pct] -clock clk0 [all_outputs]
==> Changelog: implementation <==
## Implementation

* Final hold violations at 0
* Initial antenna violation count at 0
* Comb gate area at 1804 µm²
* Full die area at 9575 µm²
* Top area contributor share at 46.31%
* Antenna diodes at 0
* Core area at 8806 µm²
* Port bufs at 17
* Worst Setup End Kind: output pin
* Arrival time worst endpoint at 1860 ps
* Slew HR at 41.22%
* Post CTS Setup Buffer Count at 0
* Max Transition Viols Final at 0
* Post_cts resized at 0
* Leak at 1.634 nW
* Async SR Flop Fraction at 100.0%
* Root Buffer: clkbuf_8
* GR Util met2 at 24.11%
* Total wire length at 6749 µm
* Largest net degree at the start of global routing at 53
* Syn_area_per_cell at 10.04 µm²
* Setup CP Type: reg -> out
* ANT nets after route at 0
* Cell family with most CP delay: flip-flops
* Layout Area Growth over Synthesis at 11.78%
* Overall routing resource usage at 15.98%
* Share of cells above drive strength 1 at 10.82%
* Power density over cell area at 301.4 nW/µm²
* # Cells Yosys at 366
* Dpl hpwl at 4376 µm
* Non-Filler Instances at 496
* Final Skew at 13.09 ps
* Critical path's slowest cell: dfrtp_1
* Commonest flop: dfrtp_1
* Die height at 97.85 µm
* Initial DRC Count at 108
* Synthesized instance count at 366
* Worst R2R Path Depth at 7
* Register area at 1702 µm²
* Ys flops at 68
* Crit share post-route at 61.33%
* Worst-path clk slew at 70 ps
* Hold Crit Depth at 1
* HP Class: reg -> reg
* DRC Markers at 0
* DRT Pass-1 Iters at 6
* GRT met1 Usage at 25.04%
* Distinct cells, synth at 55
* First-pass GRT wire length at 12,290 µm
* Crit-path cells: nand2_1 -> mux2_2 -> nor2_1 -> clkdlybuf4s50_1
* Tmin final at 2760 ps
* Core Util at FP at 41.73%
* Grt met3 use at 3.488%
* CTS tree: built
* F_max at 362.3 MHz
* Synth area leader: dfrtp_1
* WL/cell at 13.61 µm
* Via count at 2,649
* Crit path largest cell delay at 530 ps
* Post-Place Setup Slack at 1763 ps
* Yosys stat chip area at 3675 µm²
* VDD IR max at 245.3 µV
* Nature of the critical path startpoint: flip-flop
* Number of global-route vias before repair at 2,629
* Late-Pin Clk Latency at 350 ps
* Crit path buffers/inverters at 1
* CTS Buffer Depth at 2
* TritonCTS Sinks at 68
* CP Max Fanout at 11
* Setup TNS at 0 ps
* Io pins at 18
* H-Tree Depth at 3
* CP required at 3600 ps
* Total gr overflow at 0
* Max Cap Viol at 0
* Number of cells on the critical path at 4
* Cells after DPL at 480
* Via density per instance at 5.341
* R2r setup slk at 1760 ps
* Filler cells at 783
* Number of clock buffers inserted by TritonCTS at 9
* Top cells by area: dfrtp_1, xnor2_1, xor2_1
* Synth warnings at 1
* Status: finished clean
* Total number of placement rows at 34
* RSZ-0062 raised after global routing: no
* Actual slew at the worst max-slew pin at 878.7 ps
* Count of tool warnings at 25
* Final setup margin at 1740 ps
* Synthesized cell area at 3675 µm²
* # setup viols final at 0
* Hold_buf cts at 0
* Seq share, synth at 46.31%
* Width of the chip at 97.85 µm
* Busiest grt layer: met1
* Post-synth EDFFs at 0
* RePlAce Congestion at 0.8694
-- layer usage --
layer | up-vias | part of all wire (%)
li1 | 1333 | -
met1 | 1258 | 49
met2 | 43 | 46
met3 | 15 | 3.1
met4 | 0 | 1.9
met5 | - | 0
-- cell type report --
cell class,instances,area share [%]
timing repair buffer,21,4.874
inverter,11,1.005
clock inverter,6,2.132
clock buffer,10,3.351
sequential,68,41.43
tap,108,3.290
multi-input combinational,272,43.92
-- cells by family after synthesis --
| kind of cell | Yosys count | share of synthesized area, % |
|---|---|---|
| fa+ha+maj | 2 | 0.6809 |
| compound gates | 57 | 10.08 |
| other cells | 1 | 0.1020 |
| mux | 2 | 0.6128 |
| buf+inv | 31 | 5.209 |
| simple gates | 150 | 23.90 |
| flops | 68 | 46.31 |
| xor+xnor | 55 | 13.11 |
-- sequential cells by signal, indices dropped and copies added, names as in the netlist --
name	flops
timer_counter	32
current_state	3
blink_counter	32
blink_state	1
-- report_power, final --
| part | internal, W | switching [W] | total (W) |
|---|---|---|---|
| clock network | 0.000327 | 0.000236 | 0.000563 |
| registers | 0.000618 | 0.00000766 | 0.000626 |
| logic | 0.0000324 | 0.0000173 | 0.0000496 |
-- cell usage in the layout, fill, tap and decap left out, types with 9 or more instances in the layout --
cell             instances
nor4_1                  11
a21oi_1                 32
xor2_1                  23
nand2_1                 20
nand3_1                 20
nor2_1                  30
nand4_1                 12
clkbuf_8                10
inv_1                    9
clkdlybuf4s50_1         17
xnor2_1                 32
dfrtp_1                 68
nor3_1                  14
-- metrics by stage --
step	hold WS, ps	power, W	instance area (µm²)	utilization (%)
2_1_floorplan	442.0	0.0006668	3694	-
3_3_place_gp	460.7	0.0006880	3882	44.09
3_5_place_dp	484.0	0.0006891	3882	44.09
4_1_cts	497.3	0.001261	4108	46.65
5_1_grt	521.1	0.001294	4108	46.65
6_report	492.2	0.001238	4108	46.65
-- cells in the mapped netlist (all sizes together), types with 4 or more instances --
| library cell | n |
|---|---|
| nor3 | 15 |
| nor2 | 40 |
| inv | 11 |
| dfrtp | 68 |
| nor4 | 13 |
| o21ai | 4 |
| nand3 | 20 |
| xor2 | 23 |
| and3 | 8 |
| clkbuf | 4 |
| a21oi | 33 |
| and4 | 6 |
| nand4 | 12 |
| nand2 | 20 |
| xnor2 | 32 |
| buf | 16 |
-- final timing paths --
check | startpoint | to
setup / recovery | current_state[1] | SARI1
max in group asynchronous | rst | timer_counter[6]
hold reg to reg | timer_counter[0] | timer_counter[0]
hold / removal | timer_counter[0] | timer_counter[0]
setup reg to reg | timer_counter[0] | timer_counter[1]
min in group asynchronous | rst | blink_state
Power is estimated from default activity; no workload was simulated.
